[./design.v]
`timescale 1ns / 1ps
module Permutation0 (
    input  wire [0:31] input_X      ,
    output reg  [0:31] output_result
);
    always_comb begin
        output_result = input_X ^ {input_X[9:31], input_X[0:8]} ^ {input_X[17:31], input_X[0:16]};
    end
endmodule
[./run.sh]
#!/bin/bash
# OpenROAD 26Q1-2900-gdf79404cd8, Yosys 0.63+post, stock flow scripts
make -C /OpenROAD-flow-scripts/flow DESIGN_CONFIG=/design/flow/config.mk WORK_HOME=/design/flow/orfs finish
[./config.mk]
export PLATFORM = sky130hd
export DESIGN_NAME = Permutation0
export DESIGN_NICKNAME = Permutation0
export VERILOG_FILES = /design/flow/design.v
export SDC_FILE = /design/flow/constraint.sdc
export NUM_CORES = 4
export LEC_CHECK = 1
export CORE_AREA = 10 10 86 86
export DIE_AREA = 0 0 96 96
[./constraint.sdc]
current_design Permutation0

set clk_period 1.2
set clk_io_pct 0.2

create_clock -name clk0 -period $clk_period

set non_clock_inputs [all_inputs -no_clocks]
set_input_delay [expr $clk_period * $clk_io_pct] -clock clk0 $non_clock_inputs
set_output_delay [expr $clk_period * $clk_io_pct] -clock clk0 [all_outputs]
==> GITHUB_STEP_SUMMARY <==
## Implementation flow summary

| Metric | Value |
|---|---|
| Worst-case headroom to the max-slew limit | 92.5% |
| Count of buffers added by post-CTS timing repair for setup | 0 |
| Critical path's slowest cell | sky130_fd_sc_hd__xor3_4 |
| Internal power summed over all cells | between 0.5 and 0.6 mW |
| Post-route worst setup slack | around 0.018 ns |
| Diode insertion count for antenna repair | 0 |
| Layout sequential cell count | 0 |
| Commonest Layout Cell | sky130_fd_sc_hd__xor3_1 |
| Relative area change from synthesis to final layout | 82.1% |
| Number of DRC violations after detailed-routing iteration 0 | 14 |
| Tmin final | approximately 1.2 ns |
| Net Sw Power | approximately 0.17 mW |
| Area of the core region | approximately 5500 µm² |
| Detailed Routing Iterations Pass 1 | 3 |
| Combinational Power Share | ~100% |
| Via count of the first global-routing pass | 680 |
| Die outline area | ~9000 µm² |
| Global Route Usage Sum | under 10% |
| Highest clock rate | 846 MHz |
| Fillers | ~600 |
| Slowest cell delay on critical path | around 0.44 ns |
| Fraction of final layout cells with drive strength greater than 1 | between 60 and 70% |
| Total design power | between 0.6 and 0.7 mW |
| Hold Crit Class | input port to output pin |
| Area of the mapped netlist | a little under 800 µm² |
| Std-Cell Rows | 27 |
| Layer with the highest usage | met2 |
| Clock Power Share | 0% |
| Arrival time reported for the critical path endpoint | about 0.94 ns |
| Fin. Hold Viols | 0 |
| Top area cells in the synthesized netlist | sky130_fd_sc_hd__xor3_1, sky130_fd_sc_hd__xor3_4 |
| Category of the critical setup timing path | input port to output pin |
| Unique masters post-synth | 2 |
| Slew at the pin with the worst max-slew slack | between 0.1 and 0.15 ns |
| Commonest cells after routing, fill and taps aside | sky130_fd_sc_hd__xor3_1, sky130_fd_sc_hd__buf_2, sky130_fd_sc_hd__buf_4, sky130_fd_sc_hd__buf_6, sky130_fd_sc_hd__clkdlybuf4s15_1 |
| Number of primary I/O pins | roughly 64 |
| Setup slack at placement | -0.794 ns |
| Switching share of power | between 20% and 30% |
| Met2 capacity usage during global routing | a little over a tenth |
| Die x size | approximately 96 µm |
| Post-synth seq share | 0% |
| Avg WL per Cell | about 18 µm |
| GR met1 Demand/Resource | under 10% |
| OpenROAD warning count | 32 |
| Gp weighted congestion | between 0.7 and 0.8 |
| CP required | between 0.9 and 1 ns |
| Total buffers and inverters traversed by the critical path | 2 |
| Post-CTS Hold Fix Bufs | 0 |
| Util after Layout | about a quarter |
| Yosys warning total | 1 |
| Worst Hold Launch | input_X[20] |
| Max-slew violation total from the final report | 0 |
| Crit. End Element | output pin |
| Worst-path maximum fanout | 3 |
| Total detailed-routing wirelength | 3110 µm |
| Pwr/cell area | around 480 nW/µm² |
| Worst Hold Depth | 3 |
| Initial antenna violation count | 0 |
| Sequential cell area | 0 µm² |
| Number of vias after detailed routing | 591 |
| Post-DP Area | 1560 µm² |
| WHS Endpoint | output_result[20] |
| VDD IR-drop max | ~0.18 mV |
| Cell count listed in synth_stat.txt | 32 |
| Count of buffers inserted at the top-level ports | about 64 |
| Run status | completed |
| Startpoint type of the worst setup path | input port |
| Number of clock buffers in the layout | 0 |
| Total congestion overflow after global routing | 0 |
| Pleak | between 0.8 and 0.9 nW |
| Ordered cell list for the critical path | buf_4 > xor3_4 > buf_6 |
| Portion of total power attributed to sequential cells | 0% |
| Synth Instances | 32 |
| Cell accounting for the most synthesized area | sky130_fd_sc_hd__xor3_1 |
| Final number of setup-violating endpoints | 0 |
| Family with the most delay on the worst path | XOR/XNOR gates |
| Wire length of the first global-routing pass | approximately 4500 µm |
| Yosys stat chip area | 776 µm² |
| Final cycle utilization of the critical path | between 90% and 100% |
| Mean instance size in the synthesized netlist | between 20 and 25 µm² |
| Dominant cell area share | roughly 86% |
| Post-route cell area | about 1400 µm² |
| Met3 capacity usage during global routing | ~1.3% |
| Post-detailed-route DRC marker count | 0 |
| Max Cap Violations | 0 |
| Setup repair after global routing missed its margin | no |
| Maximum number of pins on one net before global-route repair | 4 |
| Post-route antenna net violation count | 0 |
| Via/cell ratio | 3.38 |
| Sum of negative setup slack | 0 ns |
| Floorplan core density | 14.0% |
| Chip Height | approximately 96 µm |
## worst max path at each step
| stage | startpoint | to | slack, ns | cells past startpoint |
|---|---|---|---|---|
| CTS | input_X[1] | output_result[1] | 0.0005 | 4 |
| global route | input_X[24] | output_result[7] | 0.0004 | 3 |
| finish | input_X[3] | output_result[3] | 0.02 | 3 |
## power groups by stage
stage / Sequential, mW / Clock, mW / Combinational (mW)
after CTS: 0 / 0 / 0.693
after global routing: 0 / 0 / 0.736
final: 0 / 0 / 0.679
## routing by layer
layer  vias to the layer above  share of wire, %
met5                         -                 0
met1                       285                44
li1                        272                 -
met4                         0                 0
met3                         0               7.7
met2                        34                49
## final cells by class
class	instances	area [µm²]	share of cell area [%]
timing repair buffer	71	547	38.7
tap	72	90.1	6.38
multi-input combinational	32	776	54.9
## cells by family (layout without fill, tap and decap cells)
kind of cell / Yosys count / count (layout) / share of synthesized area [%]
xor gates and xnor gates: 32 / 32 / 100
buffers and inverters: 0 / 71 / 0
## cells in the mapped netlist
| cell type | instances |
|---|---|
| sky130_fd_sc_hd__xor3_1 | 28 |
| sky130_fd_sc_hd__xor3_4 | 4 |
## repair_timing
action                                  in CTS  in global routing
resized                                    235                 20
endpoints found under the hold margin        0                  0
endpoints found under the setup margin      32                 19
pin swaps                                   27                 16
## through the flow
stage | hold slack (ns) | instances
floorplan | 0.566 | 32
global placement | 1.56 | 175
detailed placement | 1.58 | 175
CTS | 0.819 | 175
global route | 0.812 | 175
finish | 0.791 | 175
Power is estimated from default activity; no workload was simulated.
