<file path="run.sh">
#!/bin/bash
# OpenROAD 26Q1-2900-gdf79404cd8, Yosys 0.63+post, stock flow scripts
make -C /OpenROAD-flow-scripts/flow DESIGN_CONFIG=/design/flow/config.mk WORK_HOME=/design/flow/orfs finish
</file>
<file path="config.mk">
export PLATFORM = sky130hd
export DESIGN_NAME = Permutation1
export DESIGN_NICKNAME = Permutation1
export VERILOG_FILES = /design/flow/design.v
export SDC_FILE = /design/flow/constraint.sdc
export NUM_CORES = 4
export LEC_CHECK = 1
export CORE_AREA = 10 10 78 78
export DIE_AREA = 0 0 88 88
</file>
<file path="constraint.sdc">
current_design Permutation1

set clk_period 1.0
set clk_io_pct 0.2

create_clock -name clk0 -period $clk_period

set non_clock_inputs [all_inputs -no_clocks]
set_input_delay [expr $clk_period * $clk_io_pct] -clock clk0 $non_clock_inputs
set_output_delay [expr $clk_period * $clk_io_pct] -clock clk0 [all_outputs]
</file>
<file path="design.v">
`timescale 1ns / 1ps
module Permutation1 (
    input  wire [0:31] input_X      ,
    output reg  [0:31] output_result
);
    always_comb begin
        output_result = input_X ^ {input_X[15:31], input_X[0:14]} ^ {input_X[23:31], input_X[0:22]};
    end
endmodule
</file>
==> impl_metrics.env <==
# yosys + openroad results
export IMPL_path_cells="buf_8, xor3_4, buf_2"
export IMPL_fin_ws_ps=-70.3
export IMPL_clock_buffers=0
export IMPL_gr_usage_all_layers=0.0640
export IMPL_worst_slew_pin_slew_ps=88.5
export IMPL_hold_path_endpoint="output_result[15]"
export IMPL_maxCapViolations=0
export IMPL_rows=24
export IMPL_yosysWarningCount=1
export IMPL_holdBufCountCts=0
export IMPL_routed_wl_um=2570
export IMPL_grt_pass1_vias=738
export IMPL_grt_overflow_total=0
export IMPL_crit_family="XOR/XNOR gates"
export IMPL_cp_start_kind="primary input"
export IMPL_route_vias_total=590
export IMPL_period_needed_ps=1070
export IMPL_power_mw=0.807
export IMPL_setup_tns_ps=-70.3
export IMPL_status="finished, violations left"
export IMPL_grt_pass1_wl_um=4020
export IMPL_path_buffers=2
export IMPL_cp_max_fo=3
export IMPL_cp_required_ps=800
export IMPL_yosys_top_cells_area="xor3_1 (96%), xor3_4 (3.6%)"
export IMPL_final_util=0.351
export IMPL_diodes=0
export IMPL_flop_area_um2=0
export IMPL_dp_cells=152
export IMPL_die_x_um=88
export IMPL_dp_hpwl_um=2220
export IMPL_synthCells=32
export IMPL_relSlewSlack=0.941
export IMPL_ant_nets=0
export IMPL_fp_utilization=0.173
export IMPL_largest_area_cell="xor3_1"
export IMPL_hold_start="input_X[15]"
export IMPL_warnings=34
export IMPL_peakVddDrop_v=0.000189
export IMPL_core_area_um2=4410
export IMPL_hold_depth=3
export IMPL_violations="setup timing"
export IMPL_die_area_um2=7740
export IMPL_max_freq_ghz=0.934
export IMPL_top_area_frac=0.964
export IMPL_p_per_area_nw_per_um2=521
export IMPL_rsz0062_at_grt="true"
export IMPL_nFlopsAndLatches=0
export IMPL_hold_viol=0
export IMPL_placement_io_buffers=64
export IMPL_synth_chip_area_um2=764
export IMPL_synth_cell_types=2
export IMPL_crit_arrival_ps=870
export IMPL_worst_path_max_delay_cell="xor3_4"
export IMPL_hp_class="in2out"
export IMPL_finalSetupViolCount=1
export IMPL_io_pins=64
export IMPL_first_pass_iters=3
export IMPL_die_y_um=88
export IMPL_ys_cells=32
export IMPL_place_ws_ps=-861
export IMPL_max_stage_delay_ps=460
export IMPL_ys_seq_frac=0
export IMPL_final_max_slew_viol_count=0
export IMPL_wl_per_cell_um=16.0
export IMPL_synth_area_um2=764
export IMPL_drtIter0Drc=9
export IMPL_grt_max_degree=4
export IMPL_antenna_found_initial=0
export IMPL_synth_avg_cell_area_um2=23.9
export IMPL_cp_depth=3
export IMPL_endpoint_kind="output port"
export IMPL_areaGrowthSynthToFinish_pct=103
export IMPL_finalClockPeriodUsage=1.07
export IMPL_gp_congestion=0.721
export IMPL_layout_drive_gt1_share=0.716
export IMPL_p_leak_nw=0.907
export IMPL_criticalPathCategory="in2out"
export IMPL_finalNonFillerCells=161
export IMPL_vias_per_cell=3.66
export IMPL_drc_errors=0
-- how the worst max path moves through the flow --
stage / slack [ps] / endpoint / startpoint
after CTS: -80 / output_result[16] / input_X[31]
after global routing: -90 / output_result[16] / input_X[31]
final: -70 / output_result[16] / input_X[31]
-- placed cells by master, fill, tap and decap left out --
cell,synthesis,final
buf_2,0,32
xor3_1,31,31
buf_8,0,26
buf_4,0,12
buf_6,0,7
xor3_4,1,1
-- routing by layer --
metal,track usage,vias up,share of wire
met3,0.0168,0,0.087
met1,0.0947,262,0.48
li1,-,286,-
met5,0,-,0
met4,0,0,0
met2,0.0992,42,0.44
-- report_power, final --
| group | leakage (nW) | total [mW] | internal [mW] | switching (mW) |
|---|---|---|---|---|
| sequential | 0 | 0 | 0 | 0 |
| combinational | 0.907 | 0.807 | 0.637 | 0.170 |
| clock | 0 | 0 | 0 | 0 |
| total | 0.907 | 0.807 | 0.637 | 0.170 |
-- layout make-up --
cell class | instances | area, um2
Fill cell | 419 | 2870
Multi-Input combinational cell | 32 | 764
Tap cell | 52 | 65.1
Timing Repair Buffer | 77 | 719
-- repair_timing --
action / CTS / global route
setup endpoints to repair: 32 / 31
gates resized: 279 / 32
buffers inserted: 2 / 9
pin swaps: 32 / 17
-- cells in the mapped netlist --
cell / instances
xor3_4: 1
xor3_1: 31
-- metrics by stage --
| step | hold slack, ps | area, um2 |
|---|---|---|
| 2_1_floorplan | 486 | 764 |
| 3_3_place_gp | 1480 | 1500 |
| 3_5_place_dp | 1480 | 1500 |
| 4_1_cts | 709 | 1400 |
| 5_1_grt | 719 | 1550 |
| 6_report | 684 | 1550 |
-- kinds of logic (layout without fill, tap and decap cells) --
logic type / count (synthesis) / count (layout) / synth area share
buf+inv: 0 / 77 / 0
xor+xnor: 32 / 32 / 1.00
Power is estimated from default activity; no workload was simulated.
